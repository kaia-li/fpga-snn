$ cat flow/design.v
module stdp_synapse #(
    parameter WEIGHT_WIDTH = 8,
    parameter TAU_P = 20,               
    parameter TAU_D = 20,               
    parameter A_PLUS = 8'd5,            
    parameter A_MINUS = 8'd3,           
    parameter W_MAX = 8'd255,           
    parameter W_MIN = 8'd0              
)(
    input wire clk,
    input wire rst_n,
    input wire learning_enable,          
    input wire pre_spike,                
    input wire post_spike,               
    output reg [WEIGHT_WIDTH-1:0] weight  
);
    reg [15:0] pre_trace;   
    reg [15:0] post_trace;  
    localparam PRE_DECAY = (1 << 10) / TAU_P;
    localparam POST_DECAY = (1 << 10) / TAU_D;
    reg [15:0] weight_change;
    always @(posedge clk or negedge rst_n) begin
        if (!rst_n) begin
            pre_trace <= 0;
        end else if (learning_enable) begin
            if (pre_spike)
                pre_trace <= pre_trace + (1 << 10);  
            else
                pre_trace <= pre_trace - ((pre_trace * PRE_DECAY) >> 10);  
        end
    end
    always @(posedge clk or negedge rst_n) begin
        if (!rst_n) begin
            post_trace <= 0;
        end else if (learning_enable) begin
            if (post_spike)
                post_trace <= post_trace + (1 << 10);  
            else
                post_trace <= post_trace - ((post_trace * POST_DECAY) >> 10);  
        end
    end
    always @(posedge clk or negedge rst_n) begin
        if (!rst_n) begin
            weight <= W_MAX >> 1;  
            weight_change <= 0;
        end else if (learning_enable) begin
            if (pre_spike) begin
                weight_change <= (post_trace * A_PLUS) >> 10;  
            end else if (post_spike) begin
                weight_change <= (pre_trace * A_MINUS) >> 10;  
            end else begin
                weight_change <= 0;
            end
            if (weight_change != 0) begin
                if (pre_spike && (weight + weight_change <= W_MAX))
                    weight <= weight + weight_change;
                else if (post_spike && (weight >= weight_change))
                    weight <= weight - weight_change;
                else if (post_spike)
                    weight <= W_MIN;
            end
        end
    end
endmodule
$ cat flow/run.sh
#!/bin/bash
# OpenROAD 26Q1-2900-gdf79404cd8, Yosys 0.63+post, stock flow scripts
make -C /OpenROAD-flow-scripts/flow DESIGN_CONFIG=/design/flow/config.mk WORK_HOME=/design/flow/orfs finish
$ cat flow/constraint.sdc
current_design stdp_synapse

set clk_period 13.8
set clk_io_pct 0.2

create_clock -name clk0 -period $clk_period [get_ports {clk}]

set non_clock_inputs [all_inputs -no_clocks]
set_input_delay [expr $clk_period * $clk_io_pct] -clock clk0 $non_clock_inputs
set_output_delay [expr $clk_period * $clk_io_pct] -clock clk0 [all_outputs]
$ cat flow/config.mk
export PLATFORM = sky130hd
export DESIGN_NAME = stdp_synapse
export DESIGN_NICKNAME = stdp_synapse
export VERILOG_FILES = /design/flow/design.v
export SDC_FILE = /design/flow/constraint.sdc
export NUM_CORES = 4
export LEC_CHECK = 1
export CORE_UTILIZATION = 30
==> flow_summary.ini <==
; implementation run metrics
[status]
outcome = finished clean

[synthesis]
yosys.area.top_type_share = 0.274
syn_inst = 948
topCellsByArea = ha_1 (27%), dfrtp_1 (12%), fa_1 (8.9%)
synth_seq_share = 0.144
edf_count = 0
numSynthFlops = 46
top_cell = ha_1
syn_area_um2 = 8070
synthTopCellsByCount = ha_1 (177), inv_1 (124), nand2_1 (75), a21oi_1 (66), o21ai_0 (54)
ff_type = dfrtp_1
top_area_cell = ha_1
syn_area_per_cell_um2 = 8.51
synthArstFlopShare = 1.00
synth_warnings = 1
synth_cell_type_count = 68
ys_cells = 948
yosysChipArea_um2 = 8070

[detailed_routing]
drc = 0
drtIter0Drc = 285
vias_per_cell = 4.99
ant_nets = 0
routed_wl_mm = 17.4
vias = 6452
insertedDiodeCount = 0
top_layer_used = met4
firstDrtPassIters = 7
wire_per_inst_um = 13.5
wl_met3_um = 571
met1_length_mm = 8.68
wl_met2_mm = 7.97

[die]
rows = 59
io_pins = 13
chipArea_um2 = 27600
fp-utilization = 0.308
die_h_um = 166
core_area_um2 = 26200
die_width_um = 166

[setup_path]
crit_chain = ha_1, inv_1, fa_1, inv_1, ha_1, xor2_1, ha_1, a211oi_1, o21ai_0, o21ai_0, a21oi_1, o21ai_0, a21oi_1, a31o_2, ha_1, a21o_1, a21o_1, a21oi_1, a21boi_1, mux2i_1, a211o_1
end_kind = flop
cp_data_required_time_ns = 13.98
critPathSlowestCell = fa_1
worstSetupStartpoint = post_trace[6]$_DFFE_PN0P_
r2r-start = post_trace[6]$_DFFE_PN0P_
worst-setup-path-type = reg2reg
crit_path_max_fanout = 7
cp.arrival_ns = 5.56
critPathMostFrequentCell = ha_1
slowest_delay_ns = 0.53
cp-start-kind = flop

[job]
maxCapViolCount = 0
warning_count = 54

[final_timing]
timing.final.hold_violations = 0
finalSetupViolations = 0
clock_skew_ns = 0.00959
slew_headroom = 0.556
max_freq_mhz = 186
setup_tns_ns = 0
finalClockPeriodUsage = 0.390
tightest_slew_ns = 0.663
period_minus_slack_ns = 5.39
holdWs_ns = 0.501
rsz0062_at_grt = no
final-max-slew-violation-count = 0

[cts]
clk_latency_ns = 0.29
cts_buffers = 5
cts_max_level = 2
post_cts_resize_count = 0
cts_setup_buffers = 0
holdBufCountCts = 0
cts_tree = yes
cts_root_buf = clkbuf_16
clk_pin_slew_worst_paths_ns = 0.07
clk_path_buf_depth = 2
clock-sinks = 46

[global_routing]
antenna_found_initial = 0
grt_pass1_wl_mm = 30.3
first_global_vias = 6231
grt_usage = 0.134
grt_max_degree = 47
grt_overflow = 0

[finish]
logic_area_um2 = 6390
syn_to_final_growth_pct = 8.02
drive_gt1_frac = 0.0355
seq_area_um2 = 1160
stdcell_count = 1293
final_util = 0.333
n_fill_cell = 2700

[min_path]
hold_class = reg2reg
hp-start = weight[0]$_DFFE_PN1P_

[placement]
gp_congestion = 0.896
dp_hpwl_mm = 14.4
port_buffers = 12
dp_cells = 1285
[layout by cell type, fill, tap and decap left out, types with 12 or more instances in the layout]
master | synthesis | routed
ha_1 | 177 | 177
inv_1 | 124 | 124
nand2_1 | 75 | 75
a21oi_1 | 66 | 66
o21ai_0 | 54 | 54
dfrtp_1 | 39 | 39
nor2_1 | 38 | 38
xnor2_1 | 38 | 38
fa_1 | 36 | 36
xor2_1 | 34 | 34
a21o_1 | 26 | 26
nor3_1 | 23 | 23
nand3_1 | 17 | 17
o31ai_1 | 13 | 13
nand2b_1 | 12 | 12
[layer usage]
layer  vias to the layer above  track usage
li1                       3389            -
met3                        10       0.0102
met4                         0       0.0130
met1                      2973        0.204
met2                        80        0.218
met5                         -            0
[final cells by class]
class | count | share of cell area
Sequential cell | 46 | 0.133
Timing Repair Buffer | 16 | 0.0167
Multi-Input combinational cell | 764 | 0.733
Clock buffer | 8 | 0.0156
Tap cell | 335 | 0.0481
Inverter | 124 | 0.0534
[through the flow]
step	area, µm²	setup WS, ns
2_1_floorplan	8070	8.98
3_3_place_gp	8580	8.37
3_5_place_dp	8580	8.26
4_1_cts	8720	8.43
5_1_grt	8720	7.85
6_report	8720	8.41
[path summary, 6_finish.rpt]
path | depth (start not counted) | slack [ns] | endpoint
min in group asynchronous | 2 | 2.54 | pre_trace[13]$_DFFE_PN0P_
hold reg to reg | 2 | 0.50 | weight[0]$_DFFE_PN1P_
setup / recovery | 21 | 8.41 | post_trace[13]$_DFFE_PN0P_
max in group asynchronous | 2 | 10.82 | pre_trace[3]$_DFFE_PN0P_
setup reg to reg | 21 | 8.41 | post_trace[13]$_DFFE_PN0P_
hold / removal | 2 | 0.50 | weight[0]$_DFFE_PN1P_
[worst max-delay path, delay by kind of cell (launching register included)]
family	cells	cell delay, ns
muxes	1	0.13
AOI/OAI and AO/OA	12	2.49
DFF	1	0.48
adders and majority gates	5	1.88
buffers and inverters	2	0.12
xor gates and xnor gates	1	0.17
[flip-flops by register name, indices dropped and copies added, names as in the netlist]
name and cells:
post_trace 16, pre_trace 16, weight_change 6, weight 8
[logic make-up after synthesis]
group                      synth area share
muxes                               0.00512
DFF                                   0.144
AOI/OAI and AO/OA                     0.212
xor gates and xnor gates             0.0802
buffers and inverters                0.0644
and+or+nand+nor                       0.131
adders and majority gates             0.364
