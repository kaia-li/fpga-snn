==> ./design.v <==
module neuron_lif_improved #(
    parameter THRESHOLD = 16'd550,       
    parameter REST_POTENTIAL = 16'd650,  
    parameter RESET_POTENTIAL = 16'd700,  
    parameter TAU_M = 8'd20,             
    parameter REFRACTORY_PERIOD = 4'd2   
)(
    input wire clk,
    input wire rst_n,
    input wire enable,                   
    input wire [15:0] input_current,     
    output reg [15:0] membrane_potential,  
    output reg spike                     
);
    localparam FIXED_POINT_SHIFT = 10;
    localparam TAU_FACTOR = (1 << FIXED_POINT_SHIFT) / TAU_M;
    reg [3:0] refractory_counter;
    reg [15:0] leak_current;
    always @(*) begin
        if (membrane_potential > REST_POTENTIAL)
            leak_current = ((membrane_potential - REST_POTENTIAL) * TAU_FACTOR) >> FIXED_POINT_SHIFT;
        else if (membrane_potential < REST_POTENTIAL)
            leak_current = ((REST_POTENTIAL - membrane_potential) * TAU_FACTOR) >> FIXED_POINT_SHIFT;
        else
            leak_current = 0;
    end
    always @(posedge clk or negedge rst_n) begin
        if (!rst_n) begin
            membrane_potential <= REST_POTENTIAL;
            spike <= 0;
            refractory_counter <= 0;
        end else if (enable) begin
            if (refractory_counter > 0) begin
                refractory_counter <= refractory_counter - 1;
                membrane_potential <= RESET_POTENTIAL;
                spike <= 0;
            end else begin
                if (membrane_potential > REST_POTENTIAL)
                    membrane_potential <= membrane_potential - leak_current + input_current;
                else
                    membrane_potential <= membrane_potential + leak_current + input_current;
                if (membrane_potential >= THRESHOLD) begin
                    spike <= 1;
                    refractory_counter <= REFRACTORY_PERIOD;
                end else begin
                    spike <= 0;
                end
            end
        end
    end
endmodule
==> ./run.sh <==
#!/bin/bash
# OpenROAD 26Q1-2900-gdf79404cd8, Yosys 0.63+post, stock flow scripts
make -C /OpenROAD-flow-scripts/flow DESIGN_CONFIG=/design/flow/config.mk WORK_HOME=/design/flow/orfs finish
==> ./config.mk <==
export PLATFORM = sky130hd
export DESIGN_NAME = neuron_lif_improved
export DESIGN_NICKNAME = neuron_lif_improved
export VERILOG_FILES = /design/flow/design.v
export SDC_FILE = /design/flow/constraint.sdc
export NUM_CORES = 4
export LEC_CHECK = 1
export CORE_UTILIZATION = 40
==> ./constraint.sdc <==
current_design neuron_lif_improved

set clk_period 17.9
set clk_io_pct 0.2

create_clock -name clk0 -period $clk_period [get_ports {clk}]

set non_clock_inputs [all_inputs -no_clocks]
set_input_delay [expr $clk_period * $clk_io_pct] -clock clk0 $non_clock_inputs
set_output_delay [expr $clk_period * $clk_io_pct] -clock clk0 [all_outputs]
==> impl_metrics.tcl <==
# place-and-route summary
set metrics [dict create \
    edf_count 0 \
    cts_buffer_depth 2 \
    finalSetupViolCount 0 \
    holdBufCountCts 0 \
    worst_pin_slew_ps 654.5 \
    maxCapViolations 0 \
    warnings 47 \
    ys_cells 965 \
    dieHeight_um 143.2 \
    ys_warn_count 1 \
    timing.fmax_mhz 116.1 \
    num_antenna_cells 0 \
    syn_area_sq_um 7979 \
    fin_skew_ps 2.589 \
    relSlewSlack 0.5624 \
    rsz0062_at_grt "false" \
    chip_area_sq_um 20520 \
    synth_top_flop_cell "dfrtp_1" \
    cp_slowest_cell "fa_1" \
    setup_tns_ps 0 \
    port_buffers 35 \
    async_reset_ff_frac 1.000 \
    track_usage 0.1915 \
    largest_area_cell "ha_1" \
    cts_setup_buffers 0 \
    synth_seq_share 0.06649 \
    viasPerCell 4.779 \
    drive_gt1_frac 0.03417 \
    numSynthFlops 21 \
    floorplan.core_util 0.4086 \
    grt_pass1_vias 6017 \
    critPathCaptureType "register" \
    grt_overflow 0 \
    yosysTopAreaCellShare 0.2462 \
    fp-row-count 51 \
    core_sq_um 19530 \
    antenna_found_initial 0 \
    drcViolationCount 0 \
    period_used_share 0.4812 \
    htreeDepth 1 \
    cts_resized 0 \
    routedWlPerCell_um 13.78 \
    hold_class "reg -> reg" \
    top_cells_by_area "ha_1 25%, fa_1 20%, inv_1 12%" \
    drtPass1Iterations 4 \
    fin_crit_ps 8613 \
    place_inst 1256 \
    grt_max_degree 30 \
    clk_pin_slew_worst_paths_ps 70 \
    areaGrowthSynthToFinish_pct 9.252 \
    numCtsBuffers 3 \
    required_ps 18040 \
    wirelength_um 17360 \
    yosysUniqueCellTypes 70 \
    root_buffer "clkbuf_16" \
    cts.sinks 21 \
    clk_latency_ps 260 \
    io_pins 36 \
    die_w_um 143.2 \
    drtIter0Drc 174 \
    grt_pass1_wl_um 29730 \
    status "completed" \
    final_cell_count_no_fill 1260 \
    drv_slew 0 \
    hold_viol 0 \
    ant_nets 0 \
    cp_slowest_stage_delay_ps 510 \
    worstPathArrival_ps 8760 \
    crit_type "reg -> reg" \
    avgSynthCellArea_sq_um 8.268 \
    netlist_instances 965 \
    cp-start-kind "register" \
    dpl.hpwl_um 15410 \
    via_count 6022 \
    place_congestion 0.8974 \
    cp_max_fo 7 \
    cts_tree "done" \
    yosysChipArea_sq_um 7979 \
]
[logic make-up after synthesis]
group	count (synthesis)	synth area share
XOR/XNOR	106	0.1181
adder cells (fa/ha/maj)	235	0.4419
buffers and inverters	270	0.1276
multiplexers	3	0.003920
AND-OR/OR-AND	174	0.1455
AND/OR/NAND/NOR	156	0.09644
flip-flops	21	0.06649
[worst paths after layout]
check	start	end	slack (ps)	cells past startpoint
max in group asynchronous	rst_n	membrane_potential[9]	13930	2
worst min-delay path	refractory_counter[3]	refractory_counter[2]	510	2
min in group asynchronous	rst_n	refractory_counter[3]	3670	2
worst min register to register	refractory_counter[3]	refractory_counter[2]	510	2
worst max register to register	membrane_potential[2]	membrane_potential[15]	9290	35
worst max-delay path	membrane_potential[2]	membrane_potential[15]	9290	35
[worst max-delay path: cells and delay by family, from the launching register on]
kind,cells,cell delay [ps]
buffers and inverters,5,410
adder cells (fa/ha/maj),8,2940
XOR/XNOR,3,840
AND-OR/OR-AND,10,2070
flip-flops,1,430
AND/OR/NAND/NOR,9,1780
[final cells by class]
type	count	area [sq um]
fillers	2003	10810
multi-input cells	674	6430
inverters	257	964.7
flip-flops and latches	21	530.5
repair buffers	39	380.4
well taps	265	331.6
clock buffers	3	75.07
clock inverters	1	5.005
[per-stage QoR]
step	setup WS, ps	utilization	hold WS (ps)	instance area (sq um)
3_5_place_dp	9282	0.4423	504.3	8637
2_1_floorplan	10160	-	455.8	7979
5_1_grt	8699	0.4464	549.8	8717
6_report	9287	0.4464	513.4	8717
3_3_place_gp	9334	0.4423	496.4	8637
4_1_cts	9228	0.4464	518.2	8717
[registers in the layout, summed over array words and instances, names as in the netlist]
name	flops
refractory_counter	4
spike	1
membrane_potential	16
[cell usage in the layout, fill, tap and decap left out, types with 9 or more instances in the layout]
cell type and n:
nor3_1 16, o21ai_0 13, a21o_1 21, nand3_1 12, ha_1 157, o22ai_1 9, inv_1 250, nor2_1 44
o21a_1 9, dfrtp_1 17, fa_1 78, o21ai_1 11, clkdlybuf4s50_1 35, xor2_1 34, a21oi_1 50, nand2_1 42
xnor2_1 71, a22o_1 11
[synthesized netlist by cell type, drive strengths merged, types with 6 or more instances]
| master | count |
|---|---|
| a21o | 21 |
| xnor2 | 71 |
| a31oi | 8 |
| o21a | 9 |
| nand3 | 12 |
| o22ai | 9 |
| fa | 78 |
| nor2b | 6 |
| a22o | 11 |
| nand2 | 42 |
| inv | 255 |
| and2 | 10 |
| nor2 | 44 |
| a21oi | 52 |
| ha | 157 |
| nor3 | 17 |
| o21ai | 25 |
| dfrtp | 17 |
| a211oi | 6 |
| xor2 | 34 |
| clkbuf | 9 |
[metal layers]
| layer | wire [um] | vias up | GRT usage |
|---|---|---|---|
| met5 | 0 | - | 0 |
| met4 | 158 | 0 | 0.01400 |
| met3 | 739 | 7 | 0.01708 |
| met1 | 8354 | 2784 | 0.2905 |
| met2 | 8112 | 86 | 0.3171 |
| li1 | - | 3145 | - |
